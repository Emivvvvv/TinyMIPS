### design/flow/run.sh
#!/bin/bash
# OpenROAD 26Q1-2900-gdf79404cd8, Yosys 0.63+post, stock flow scripts
make -C /OpenROAD-flow-scripts/flow DESIGN_CONFIG=/design/flow/config.mk WORK_HOME=/design/flow/orfs finish
### design/flow/config.mk
export PLATFORM = sky130hd
export DESIGN_NAME = blram
export DESIGN_NICKNAME = blram
export VERILOG_FILES = /design/flow/design.v
export SDC_FILE = /design/flow/constraint.sdc
export NUM_CORES = 4
export LEC_CHECK = 1
export CORE_UTILIZATION = 50
### design/flow/constraint.sdc
current_design blram

set clk_period 19.4
set clk_io_pct 0.2

create_clock -name clk0 -period $clk_period [get_ports {clk}]

set non_clock_inputs [all_inputs -no_clocks]
set_input_delay [expr $clk_period * $clk_io_pct] -clock clk0 $non_clock_inputs
set_output_delay [expr $clk_period * $clk_io_pct] -clock clk0 [all_outputs]
### design/flow/design.v
`timescale 1ns / 1ps
module TinyMIPS(clk, rst, data_fromRAM, wrEn, addr_toRAM, data_toRAM);
    input clk, rst;
	output reg wrEn;
	input [15:0] data_fromRAM;
	output reg [15:0] data_toRAM;
	output reg [7:0] addr_toRAM;
	reg [2:0] st, stN;
	reg [7:0] PC, PCN;
	reg [15:0] IW, IWN;
	reg [15:0] T1, T1N, T2, T2N;
	reg [15:0] RF [7:0];
	always @(posedge clk) begin
		st <= stN;
		PC <= PCN;
		IW <= IWN;
		T1 <= T1N;
		T2 <= T2N;
	end
	always @ * begin
		if (rst) begin
			stN = 3'd0;
			PCN = 8'd0;
		end
		else begin
			wrEn = 1'b0;
			PCN = PC;
			IWN = IW;
			stN = 3'dx;
			addr_toRAM = 8'hX;
			data_toRAM = 16'hX;
			T1N = 16'hX;
			T2N = 16'hX;
			case (st)
				3'd0: begin  
					addr_toRAM = PC;
					stN = 3'd1;
				end
				3'd1: begin  
					IWN = data_fromRAM;
					if(data_fromRAM[15:12] == 4'b0000 || data_fromRAM[15:12] == 4'b0001 || data_fromRAM[15:12] == 4'b0010 || data_fromRAM[15:12] == 4'b0011) begin  
						T1N = RF[data_fromRAM[8:6]];
						stN = 3'd2;
					end
					else if(data_fromRAM[15:12] == 4'b0100 || data_fromRAM[15:12] == 4'b0101) begin  
						T1N = RF[data_fromRAM[8:6]];
						stN = 3'd2;
					end
					else if(data_fromRAM[15:12] == 4'b0110) begin  
						wrEn = 1'b0;
						T1N = RF[data_fromRAM[8:6]];
						stN = 3'd2;
					end
					else if(data_fromRAM[15:12] == 4'b0111) begin  
						wrEn = 1'b0;
						RF[data_fromRAM[11:9]] = {7'd0,data_fromRAM[8:0]};
						PCN = PC + 8'd1;
						stN = 3'd0;
					end
					else if(data_fromRAM[15:12] == 4'b1000 || data_fromRAM[15:12] == 4'b1001 || data_fromRAM[15:12] == 4'b1010) begin  
						T1N = RF[data_fromRAM[11:9]];
						stN = 3'd2;
					end
				end
				3'd2: begin  
					if (IW[15:12]==4'b0000) begin  
						T1N = T1;
						T2N = RF[IW[5:3]];
						stN = 3'd3;
					end
					else if (IW[15:12]==4'b0001) begin  
						wrEn = 1'b0;
						RF[IW[11:9]] = T1 + IW[5:0];
						PCN = PC + 8'd1;
						stN = 3'd0;
					end
					else if (IW[15:12]==4'b0010) begin  
						T1N = T1;
						T2N = RF[IW[5:3]];
						stN = 3'd3;
					end
					else if (IW[15:12]==4'b0011) begin  
						T1N = T1;
						T2N = RF[IW[5:3]];
						stN = 3'd3;
					end
					else if (IW[15:12]==4'b0100) begin  
						T1N = T1;
						T2N = T1 + IW[5:0];
						addr_toRAM = T2N;
						stN = 3'd3;
					end
					else if (IW[15:12]==4'b0101) begin  
						T1N = T1;
						T2N = T1 + IW[5:0];
						stN = 3'd3;
					end
					else if (IW[15:12]==4'b0110) begin  
						wrEn = 1'b0;
						RF[IW[11:9]] = T1;
						PCN = PC + 8'd1;
						stN = 3'd0;
					end
					else if(IW[15:12] == 4'b1000 || IW[15:12]==4'b1001 || IW[15:12]==4'b1010) begin  
						wrEn = 1'b0;
						T2N = RF[IW[8:6]];
						T1N = T1;
						stN = 3'd3;
					end
				end
				3'd3: begin  
					if (IW[15:12]==4'b0000) begin  
						wrEn = 1'b0;
						RF[IW[11:9]] = T1 + T2;
						PCN = PC + 8'd1;
						stN = 3'd0;
					end
					else if (IW[15:12]==4'b0010) begin  
						wrEn = 1'b0;
						RF[IW[11:9]] = T1 * T2;
						PCN = PC + 8'd1;
						stN = 3'd0;
					end
					else if (IW[15:12]==4'b0011) begin  
						wrEn = 1'b0;
						RF[IW[11:9]] = (T2 < 32) ? (T1 >> T2) : (T1 << (T2-32));
						PCN = PC + 8'd1;
						stN = 3'd0;
					end
					else if (IW[15:12]==4'b0100) begin  
						wrEn = 1'b0;
						RF[IW[11:9]] = data_fromRAM;
						PCN = PC + 8'd1;
						stN = 3'd0;
					end
					else if (IW[15:12]==4'b0101) begin  
						wrEn = 1'b1;
						data_toRAM = RF[IW[11:9]];
						addr_toRAM = T2;
						PCN = PC + 8'd1;
						stN = 3'd0;
					end
					else if (IW[15:12]==4'b1000) begin  
						wrEn = 1'b0;
						PCN = (T1 == T2) ? (PC + {{2{IW[5]}}, IW[5:0]}) : (PC + 8'd1);
						stN = 3'd0;
					end
					else if (IW[15:12]==4'b1001) begin  
						wrEn = 1'b0;
						PCN = (T1 < T2) ? (PC + {{2{IW[5]}}, IW[5:0]}) : (PC + 8'd1);
						stN = 3'd0;
					end
					else if (IW[15:12]==4'b1010) begin  
						wrEn = 1'b0;
						PCN = (T1 > T2) ? (PC + {{2{IW[5]}}, IW[5:0]}) : (PC + 8'd1);
						stN = 3'd0;
					end
				end
			endcase
		end  
	end  
endmodule
module blram(clk, rst, we, addr, din, dout);
	parameter SIZE = 8, DEPTH = 2**SIZE;
	input clk;
	input rst;
	input we;
	input [SIZE-1:0] addr;
	input [15:0] din;
	output reg [15:0] dout;
	reg [15:0] mem [DEPTH-1:0];
	always @(posedge clk) begin
		dout <= mem[addr[SIZE-1:0]];
		if (we)
			mem[addr[SIZE-1:0]] <= din;
	end
endmodule
==> impl_metrics.py <==
# Synthesis and PnR figures
metrics = {
    "drt": {
        "routedWlPerCell_um": 32.9,
        "routed-via-count": 72200,
        "drt_iter0_markers": 4788,
        "detail_route.drc_violations": 0,
        "routed_wl_um": 386000,
        "viasPerCell": 6.15,
        "first_pass_iters": 7,
        "final_antenna_net_count": 0,
    },
    "clock_tree": {
        "post-cts-setup-buffers": 0,
        "cts_root_buf": "sky130_fd_sc_hd__clkbuf_16",
        "tritoncts": "yes",
        "clk_path_buf_depth": 4,
        "h_tree_lvls": 5,
        "worst_setup_hold_path_clk_slew_ns": 0.06,
        "clk-insertion-delay-late_ns": 0.97,
        "cts_hold_buf": 0,
        "numCtsBuffers": 413,
        "clock_sinks": 4112,
        "cts_resized": 0,
    },
    "logic_synthesis": {
        "enable_flop_cells": 4096,
        "synth-cells-yosys": 6727,
        "synth-main-ff-cell": "sky130_fd_sc_hd__edfxtp_1",
        "ys_types": 22,
        "yosysSeqAreaShare_pct": 79.4,
        "syn_avg_cell_area_um2": 23.1,
        "synthArstFlopShare_pct": 0,
        "synth_cells": 6727,
        "post_synthesis_chip_area_from_yosys_um2": 155000,
        "synthesis.area_um2": 155000,
        "ys.flops": 4112,
        "yosysWarnings": 1,
    },
    "placed_design": {
        "pre_cts_slack_ns": 9.44,
        "detailed_place_hpwl_um": 221000,
        "placed_cells": 11000,
        "io_buffer_count": 41,
        "gp_congestion": 0.858,
    },
    "worst_hold_path": {
        "min_to": "dout[7]$_DFF_P_",
        "timing.hold.worst.start": "mem[232][7]$_DFFE_PP_",
        "holdPathStages": 5,
        "min-delay-path-class": "reg -> reg",
    },
    "cells_and_area": {
        "layout-area-overhead-vs-synth_pct": 14.0,
        "multiInputGateArea_um2": 30700,
        "fill_cells": 21500,
        "post_route_cells_drive_above_1_share_pct": 29.3,
        "final-instance-count-excl-fill": 11700,
        "flop_area_um2": 123000,
        "final_core_util_pct": 57.3,
    },
    "worst_setup_path": {
        "required_ns": 20.21,
        "endpoint_class_of_the_critical_path": "flip-flop",
        "cp.arrival_ns": 9.56,
        "timing_worst_setup_path_type": "in -> reg",
        "timing.critical_path.fanout_max": 66,
        "rr_endpoint": "dout[8]$_DFF_P_",
        "crit-reg2reg-launch": "mem[107][8]$_DFFE_PP_",
        "start_kind": "input port",
        "timing.reg2reg.setup_slack_ns": 16.31,
        "r2r.worst_path.cells": 6,
    },
    "sta": {
        "setup_total_negative_slack_ns": 0,
        "worstMarginPinSlew_ns": 1.17,
        "finalHoldViolations": 0,
        "finalClockPeriodUsage_pct": 45.1,
        "maxClockFrequency_ghz": 0.114,
        "finalClockSkew_ns": 0.0530,
        "setup_ws_ns": 10.65,
        "period_minus_slack_ns": 8.75,
        "max-slew-margin-rel_pct": 20.7,
        "rsz0062_at_grt": "false",
        "finalSetupViolations": 0,
        "timing.final.max_slew_violations": 0,
    },
    "global_routing": {
        "grt_pass1_vias": 80000,
        "global_route.usage.total_pct": 28.5,
        "grt_first_pass_wirelength_um": 557000,
        "gr-total-overflow": 0,
        "antenna_found_initial": 14,
        "grt_max_degree": 125,
    },
    "run": {
        "openroad_warnings": 52,
        "maxCapViolCount": 0,
    },
    "floorplan": {
        "die-height_um": 559,
        "boundaryPins": 43,
        "coreArea_um2": 309000,
        "chip_area_um2": 313000,
        "floorplan_stage_core_utilization_pct": 50.3,
        "die.size.x_um": 559,
        "num_rows": 204,
    },
    "power_and_ir_drop": {
        "total_power_per_unit_cell_area_nw_per_um2": 105,
        "leakage_power_of_the_design_nw": 54.6,
        "ir_worst_vdd_mv": 0.0821,
    },
    "outcome": {
        "outcome": "finished clean",
    },
}
routing by layer:
| layer | up-vias | wire length [um] | global-route usage, % |
|---|---|---|---|
| li1 | 30200 | - | - |
| met1 | 36900 | 119000 | 37.0 |
| met2 | 4409 | 187000 | 41.0 |
| met3 | 661 | 66000 | 20.8 |
| met4 | 27 | 13600 | 7.95 |
| met5 | - | 573 | 1.20 |
flip-flops by register name (all words and copies together) (netlist names):
| signal | cells |
|---|---|
| mem | 4096 |
| dout | 16 |
report_power, final:
group | internal (mW) | total [mW] | leakage, nW | switching (mW)
combinational | 0.281 | 0.807 | 11.1 | 0.526
sequential | 9.79 | 9.81 | 36.9 | 0.0152
clock | 4.64 | 7.93 | 6.56 | 3.29
total | 14.7 | 18.5 | 54.6 | 3.84
critical path, cell delays in order:
cell                      delay (ns)
sky130_fd_sc_hd__buf_16         0.23
sky130_fd_sc_hd__buf_4          0.68
sky130_fd_sc_hd__buf_4          0.70
sky130_fd_sc_hd__buf_12         0.50
sky130_fd_sc_hd__buf_4          0.64
sky130_fd_sc_hd__buf_4          0.59
sky130_fd_sc_hd__mux4_2         0.57
sky130_fd_sc_hd__a22oi_1        0.32
sky130_fd_sc_hd__a21oi_1        0.27
sky130_fd_sc_hd__o41ai_1        0.80
sky130_fd_sc_hd__nand4_1        0.16
synthesized netlist by cell type, types with 7 or more instances:
cell type                  instances  area [um2]
sky130_fd_sc_hd__edfxtp_1       4096      123000
sky130_fd_sc_hd__o41ai_1          64         561
sky130_fd_sc_hd__nand2_1          28         105
sky130_fd_sc_hd__clkbuf_1        249         935
sky130_fd_sc_hd__nand3_1          13        65.1
sky130_fd_sc_hd__nor3_1           30         150
sky130_fd_sc_hd__buf_1            54         203
sky130_fd_sc_hd__nand4_1          16         100
sky130_fd_sc_hd__a22oi_1         512        3840
sky130_fd_sc_hd__buf_6            25         282
sky130_fd_sc_hd__dfxtp_1          16         320
sky130_fd_sc_hd__nor2b_1           7        43.8
sky130_fd_sc_hd__buf_4            16         120
sky130_fd_sc_hd__mux4_2         1024       23100
sky130_fd_sc_hd__buf_2            76         380
sky130_fd_sc_hd__nor2_1          232         871
sky130_fd_sc_hd__a21oi_1         256        1280
layout by cell type (no fill, tap or decap), types with 33 or more instances in the layout:
master and n:
sky130_fd_sc_hd__clkbuf_1 83, sky130_fd_sc_hd__nor2_1 198, sky130_fd_sc_hd__bufinv_16 50, sky130_fd_sc_hd__a22oi_1 512, sky130_fd_sc_hd__clkbuf_16 420, sky130_fd_sc_hd__nor2_2 33
sky130_fd_sc_hd__clkinv_2 67, sky130_fd_sc_hd__edfxtp_1 4096, sky130_fd_sc_hd__mux4_2 1024, sky130_fd_sc_hd__clkinv_1 103, sky130_fd_sc_hd__buf_4 475, sky130_fd_sc_hd__o41ai_1 33
sky130_fd_sc_hd__a21oi_1 256
worst max path at each step:
stage | from | endpoint | cells after the start
6_report | addr[0] | dout[9]$_DFF_P_ | 11
4_1_cts | addr[0] | dout[5]$_DFF_P_ | 12
5_1_grt | addr[0] | dout[9]$_DFF_P_ | 11
kinds of logic after synthesis:
| kind of cell | synth area share (%) |
|---|---|
| AND-OR/OR-AND | 3.66 |
| buffers and inverters | 1.24 |
| flip-flops | 79.4 |
| multiplexers | 14.8 |
| AND/OR/NAND/NOR | 0.907 |
metrics by stage:
step / total power [mW] / cell area, um2 / hold slack (ns)
after floorplan: 10.4 / 155000 / 0.819
after global placement: 10.8 / 164000 / 0.938
after detailed placement: 10.8 / 164000 / 0.934
after CTS: 18.7 / 177000 / 0.906
after global routing: 19.1 / 177000 / 0.950
final: 18.5 / 177000 / 0.925
area by class of cell:
| cell class | instances | share of cell area, % |
|---|---|---|
| tap | 4120 | 2.91 |
| sequential | 4112 | 69.6 |
| multi-input combinational | 2194 | 17.4 |
| timing repair buffer | 528 | 2.44 |
| antenna | 17 | 0.0240 |
| clock buffer | 505 | 6.13 |
| inverter | 1 | 0.00212 |
| clock inverter | 257 | 1.51 |
Power figures rest on the tool's default switching activity, not on a simulated workload.
